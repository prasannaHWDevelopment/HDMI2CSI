--- flow/config.mk ---
export PLATFORM = sky130hd
export DESIGN_NAME = vdo_format_detect
export DESIGN_NICKNAME = vdo_format_detect
export VERILOG_FILES = /design/flow/design.v
export SDC_FILE = /design/flow/constraint.sdc
export NUM_CORES = 4
export LEC_CHECK = 1
export CORE_UTILIZATION = 50
--- flow/constraint.sdc ---
current_design vdo_format_detect

set clk_period 3.3
set clk_io_pct 0.2

create_clock -name clk0 -period $clk_period [get_ports {aclk}]

set non_clock_inputs [all_inputs -no_clocks]
set_input_delay [expr $clk_period * $clk_io_pct] -clock clk0 $non_clock_inputs
set_output_delay [expr $clk_period * $clk_io_pct] -clock clk0 [all_outputs]
--- flow/design.v ---
`timescale 1ns / 1ps
module vdo_format_detect (
  input         aclk,
  input         aresetn,
  input         s_axis_video_tlast,  
  input         s_axis_video_tuser,  
  input         s_axis_video_tvalid,
  output logic [11:0] pxlCnt,
  output logic [11:0] latchPxlCnt,
  output logic [11:0] lnCnt,
  output logic [11:0] latchLnCnt,
	output logic        oneSecPulse,
  output logic [5:0]  frameCnt,
	output logic [12:0] avgPxlCnt,
	output logic [12:0] avgLnCnt,
	output logic [1:0]  frameFormat  
);
enum bit [1:0] {NOVIDEO=2'd0,P60AT1080=2'd1,P30AT4K=2'd2,P60AT4K=2'd3} frameReslRate;
logic        rst;
logic [15:0] primaryCnt;
logic [12:0] secondaryCnt;
logic [02:0] secondsCnt;
assign rst = !aresetn;
always_ff @(posedge aclk) begin
  if(rst) begin
    pxlCnt <= 0;
    latchPxlCnt <= 0;
  end else if(s_axis_video_tlast & s_axis_video_tvalid) begin
    pxlCnt <= 0;
    latchPxlCnt <= pxlCnt;
  end else if(s_axis_video_tvalid) begin	
	  pxlCnt <= pxlCnt + 11'd1;
    latchPxlCnt <= latchPxlCnt;
  end
end
always_ff @(posedge aclk) begin
  if(rst) begin
    lnCnt <= 0;
    latchLnCnt <= 0;
  end else if(s_axis_video_tuser & s_axis_video_tvalid) begin
    lnCnt <= 0;
    latchLnCnt <= lnCnt;
  end else if(s_axis_video_tlast & s_axis_video_tvalid) begin	
	  lnCnt <= lnCnt + 11'd1;
    latchLnCnt <= latchLnCnt;
  end
end
always_ff @(posedge aclk) begin
  if(rst) begin
    primaryCnt <= 0;
  end else begin
	  primaryCnt <= primaryCnt + 16'd1;
  end
end
always_ff @(posedge aclk) begin
  if(rst) begin
    secondaryCnt <= 0;
  end else if(oneSecPulse) begin
    secondaryCnt <= 0;
  end else if(primaryCnt==16'hffff) begin
	  secondaryCnt <= secondaryCnt + 13'd1;
  end
end
always_ff @(posedge aclk) begin
  if(rst) begin
    oneSecPulse <= 0;
  end else if((secondaryCnt==13'd4578) & (!oneSecPulse)) begin
    oneSecPulse <= 1;
  end else begin
	  oneSecPulse <= 0;
  end
end
always_ff @(posedge aclk) begin
  if(rst) begin
    secondsCnt <= 0;
  end else if(oneSecPulse) begin
    secondsCnt <= secondsCnt + 3'd1;
  end
end
always_ff @(posedge aclk) begin
  if(rst) begin
    frameCnt <= 0;
	end else if(oneSecPulse) begin
    frameCnt <= 0;
  end else if(s_axis_video_tuser & s_axis_video_tvalid & (frameCnt<6'd63)) begin
	  frameCnt <= frameCnt + 6'd1;
  end
end
always_ff @(posedge aclk) begin
  if(rst) begin
    avgPxlCnt <= 0;
  end else if(lnCnt>11'd2) begin
    if(s_axis_video_tlast & s_axis_video_tvalid) begin	
	    avgPxlCnt <= (pxlCnt + latchPxlCnt)>>1;
		end
  end
end
always_ff @(posedge aclk) begin
  if(rst) begin
    avgLnCnt <= 0;
  end else if(frameCnt>6'd2) begin
    if(s_axis_video_tuser & s_axis_video_tvalid) begin	
	    avgLnCnt <= (lnCnt + latchLnCnt)>>1;
		end
  end
end
always_ff @(posedge aclk) begin
  if(rst) begin
    frameReslRate <= NOVIDEO;
  end else if(oneSecPulse & (secondsCnt>3'd1)) begin
    if((avgPxlCnt==13'd0) | (avgLnCnt==13'd0)) begin
      frameReslRate <= NOVIDEO;
		end else if((avgPxlCnt<=13'd1280) & (avgLnCnt<=13'd1600)) begin
	    frameReslRate <= P60AT1080;
		end else if((avgPxlCnt>13'd1900) & (avgLnCnt>13'd1600)) begin
	      frameReslRate <= P60AT4K;
		end else begin
	    frameReslRate <= frameReslRate;
		end
  end
end
assign frameFormat = frameReslRate;
endmodule
--- flow/run.sh ---
#!/bin/bash
# OpenROAD 26Q1-2900-gdf79404cd8, Yosys 0.63+post, stock flow scripts
make -C /OpenROAD-flow-scripts/flow DESIGN_CONFIG=/design/flow/config.mk WORK_HOME=/design/flow/orfs finish
==> flow_summary.toml <==
# flow metrics
[die]
die_x_um = 108
pin_count = 88
die_h_um = 108
core_mm2 = 0.0109
row_count = 38
die-area_mm2 = 0.0117
fp-utilization_pct = 51.6

[cts]
root_buffer = "clkbuf_16"
cts_resized = 0
cts_hold_buf = 0
cts_made_buffers = 17
clk_latency_ns = 0.41
clk_pin_slew_ns = 0.05
clockBufferDepth = 2
htree_levels = 4
clock_sinks = 113
cts_tree = "yes"
post_cts_buffers = 0

[detailed_routing]
vias_per_cell = 5.50
routed_wirelength_um = 13500
firstDrtPassIters = 5
post_drt_wl_per_cell_um = 14.7
num_vias = 5063
ant_nets = 0
route.detailed.drc = 0
first_iter_violations = 283
num_antenna_cells = 0

[grt]
antenna_found_initial = 0
grtUsageTotal_pct = 24.8
grt_max_degree = 26
grt_pass1_vias = 4583
grt-ovfl-total = 0
grt_pass1_wl_um = 22300

[job]
warning_count = 30
drv_cap = 0

[synth]
synth_cells = 678
most_common_cell = "dfxtp_1"
ys_cells = 678
top_area_cell = "dfxtp_1"
async_flop_share_pct = 0
synth.avg_cell_area_um2 = 8.32
common_cells = "dfxtp_1 (113), nand2_1 (109), nor2_1 (76)"
top_cells_by_area = "dfxtp_1 (40%), nand2_1 (7.3%), ha_1 (7.1%)"
ys_types = 63
yosys_area_mm2 = 0.00564
synth_warnings = 1
synth_area_mm2 = 0.00564
yosysSeqAreaShare_pct = 40.1
ys.flop_type = "dfxtp_1"
synth_flops = 113
synth-edff-count = 0
synthDominantCellAreaShare_pct = 40.1

[timing]
setup_violations = 0
hold_ws_ns = 0.458
fmax_ghz = 0.405
setup-tns-final_ns = 0
period_needed_ns = 2.47
skew_ns = 0.00624
tightest_slew_ns = 0.612
slew_headroom_pct = 58.2
hold_violations = 0
period_used_pct = 74.8
slew_violations = 0
rsz0062_at_grt = "no"

[power]
leakagePower_nw = 2.75
vdd_drop_max_mv = 0.395
p_per_area_mw_per_mm2 = 470

[worst_hold_path]
hold_class = "flip-flop to flip-flop"

[worst_setup_path]
crit_family = "AND-OR/OR-AND gates"
cpPeakStageDelay_ns = 0.43
crit_slowest_cell = "fa_1"
crit_required_ns = 3.58
critPathKind = "flip-flop to flip-flop"
crit_chain = "and2_1 -> fa_1 -> a211oi_2 -> nor2_1 -> o221ai_1 -> o21ai_1 -> a2111oi_0 -> nor3_1"
crit_arrival_ns = 2.75
cp-start-kind = "flip-flop"
critPathBufInv = 0
endpoint_kind = "flip-flop"
path_max_fanout = 7

[cells_and_area]
area_delta_synth_final_pct = 28.7
final_util_pct = 66.3
drive_gt1_share_pct = 7.31

[run_status]
outcome = "complete, no violations"

[placement]
place.gp.congestion = 0.873
place_hpwl_um = 9650
port_buffers = 85
layout make-up:
class | count | area (um2)
fillers | 883 | 3680
multi-input cells | 524 | 3210
inverters | 15 | 56.3
clock buffers | 20 | 457
clock inverters | 12 | 163
flip-flops and latches | 113 | 2260
well taps | 140 | 175
repair buffers | 96 | 933
worst paths after layout:
check	cells after the start	slack, ns	to	startpoint
setup reg to reg	8	0.83	avgPxlCnt[11]$_SDFFE_PN0P_	pxlCnt[0]$_SDFFE_PP0P_
setup / recovery	8	0.83	avgPxlCnt[11]$_SDFFE_PN0P_	pxlCnt[0]$_SDFFE_PP0P_
hold reg to reg	1	0.46	primaryCnt[0]$_SDFF_PN0_	primaryCnt[0]$_SDFF_PN0_
hold / removal	1	0.46	primaryCnt[0]$_SDFF_PN0_	primaryCnt[0]$_SDFF_PN0_
cells in the final DEF, fill, tap and decap left out, types with 2 or more instances in the layout:
cell type        instances
nand3_1                 29
a31oi_1                  3
nand2b_1                 2
xor2_1                  30
and2_0                   2
a21o_1                   3
nand4b_1                 3
mux2i_1                  2
a2111oi_0                3
or3_1                   11
clkbuf_16               17
conb_1                   2
and3_1                  13
nand2_1                109
o21bai_1                 2
bufinv_16                4
fa_1                     2
and2_1                   6
ha_1                    32
a21oi_1                 56
nand4_1                 16
clkinv_2                 7
a211oi_1                11
o21ai_1                  2
xnor2_1                 30
nor3_1                  12
o31ai_1                  4
nor4_1                  13
clkdlybuf4s50_1         85
nor2_1                  76
inv_1                   14
clkbuf_8                 2
buf_4                   11
a31o_2                   2
o21ai_0                 19
dfxtp_1                113
or4b_2                   2
power by group:
part | internal (mW) | total, mW | switching, mW
sequential | 1.38 | 1.40 | 0.0173
combinational | 0.0438 | 0.111 | 0.0669
clock | 1.29 | 1.90 | 0.613
cell families after synthesis:
group | Yosys count | synth area share [%]
AND-OR/OR-AND | 120 | 13.2
XOR/XNOR | 60 | 9.32
adder cells (fa/ha/maj) | 34 | 7.81
buffers and inverters | 42 | 3.04
flip-flops | 113 | 40.1
multiplexers | 2 | 0.355
other | 1 | 0.0665
AND/OR/NAND/NOR | 306 | 26.1
worst register-to-register path, delay by kind of cell, from the launching register on:
kind / cells / cell delay [ns]
AOI/OAI and AO/OA: 4 / 1.15
adders and majority gates: 1 / 0.43
DFF: 1 / 0.38
and+or+nand+nor: 3 / 0.37
through the flow:
stage / power [mW] / instances / cell area, um2 / worst slack [ns]
after global placement: 1.53 / 888 / 6640 / 0.698
after CTS: 3.44 / 920 / 7250 / 0.841
after floorplan: 1.48 / 679 / 5640 / 1.12
after global routing: 3.52 / 920 / 7250 / 0.576
final: 3.41 / 920 / 7250 / 0.832
after detailed placement: 1.53 / 888 / 6640 / 0.651
layer usage:
metal	up-vias	track usage [%]	part of all wire (%)
met5	-	0	0
met4	0	4.31	1.2
met3	15	5.03	6.0
met2	134	36.8	45
met1	2352	38.8	48
li1	2562	-	-
state kept, by name, summed over array words and instances, names as in the netlist, 12 cells and up:
signal,flops
secondaryCnt,13
latchPxlCnt,12
pxlCnt,12
avgLnCnt,12
latchLnCnt,12
avgPxlCnt,12
primaryCnt,16
lnCnt,12
No activity file was given, so power comes from the tool's default toggle rates.
